===== ./config.mk =====
export PLATFORM = sky130hd
export DESIGN_NAME = hamming_code
export DESIGN_NICKNAME = hamming_code
export VERILOG_FILES = /design/flow/design.v
export SDC_FILE = /design/flow/constraint.sdc
export NUM_CORES = 4
export LEC_CHECK = 1
export CORE_AREA = 10 10 70 70
export DIE_AREA = 0 0 80 80

===== ./constraint.sdc =====
current_design hamming_code

set clk_period 3.1
set clk_io_pct 0.2

create_clock -name clk0 -period $clk_period

set non_clock_inputs [all_inputs -no_clocks]
set_input_delay [expr $clk_period * $clk_io_pct] -clock clk0 $non_clock_inputs
set_output_delay [expr $clk_period * $clk_io_pct] -clock clk0 [all_outputs]

===== ./design.v =====
`timescale 1ns / 1ps
module hamming_code(inMsg, outMsg);
	input [31 : 0] inMsg;
	output [37 : 0] outMsg;
	wire [37 : 0] tempMsg;
	assign tempMsg[2] = inMsg[0];
	assign tempMsg[6 : 4] = inMsg[3 : 1];
	assign tempMsg[14 : 8] = inMsg[10 : 4];
	assign tempMsg[30 : 16] = inMsg[25 : 11];
	assign tempMsg[37 : 32] = inMsg[31 : 26];
	assign outMsg = tempMsg;
	assign outMsg[ 0] = ^(tempMsg & 38'b01010101010101010101010101010101010100);
	assign outMsg[ 1] = ^(tempMsg & 38'b10011001100110011001100110011001100100);
	assign outMsg[ 3] = ^(tempMsg & 38'b11100001111000011110000111100001110000);
	assign outMsg[ 7] = ^(tempMsg & 38'b00000001111111100000000111111100000000);
	assign outMsg[15] = ^(tempMsg & 38'b00000001111111111111110000000000000000);
	assign outMsg[31] = ^(tempMsg & 38'b11111100000000000000000000000000000000);
endmodule

===== ./run.sh =====
#!/bin/bash
# OpenROAD 26Q1-2900-gdf79404cd8, Yosys 0.63+post, stock flow scripts
make -C /OpenROAD-flow-scripts/flow DESIGN_CONFIG=/design/flow/config.mk WORK_HOME=/design/flow/orfs finish

==> impl_metrics.env <==
# flow metrics
export IMPL_drc=0
export IMPL_max_slew_margin_rel_pct=82.9
export IMPL_vias=688
export IMPL_finalSetupViolCount=0
export IMPL_grt_first_pass_wirelength_um=3590
export IMPL_avgSynthCellArea_um2=9.27
export IMPL_gp_congestion=0.730
export IMPL_cp_cell_sequence="clkdlybuf4s50_1 > xor2_2 > xnor2_2 > xnor2_2 > buf_4 > xnor2_1 > clkdlybuf4s50_1"
export IMPL_holdPathStages=2
export IMPL_routed_wl_um=2390
export IMPL_worstPathRequired_ns=2.48
export IMPL_holdBufCountCts=0
export IMPL_ant_nets=0
export IMPL_status="finished, final reports clean"
export IMPL_crit_family="buffers and inverters"
export IMPL_post_place_ws_ns=-0.111
export IMPL_fin_cells=190
export IMPL_placedCellCount=187
export IMPL_grt_pass1_vias=783
export IMPL_core_area_mm2=0.00342
export IMPL_synth_top_area_share_pct=42.2
export IMPL_leakage_nw=0.673
export IMPL_grt_max_degree=4
export IMPL_io_pins=70
export IMPL_fin_setup_tns_ns=0
export IMPL_diodes=0
export IMPL_fin_ws_ns=0.109
export IMPL_fin_crit_ns=2.99
export IMPL_cp_num_cells=7
export IMPL_layout_top_cells="clkdlybuf4s50_1 (55), xnor2_1 (32), buf_4 (21), dlygate4sd2_1 (11), xnor2_2 (8)"
export IMPL_wl_per_cell_um=12.6
export IMPL_top_cells_by_area="xnor2_1 (42%), buf_4 (30%), xnor3_1 (14%)"
export IMPL_place_area_mm2=0.00144
export IMPL_antenna_found_initial=0
export IMPL_crit_arrival_ns=2.37
export IMPL_chipArea_mm2=0.00640
export IMPL_warnings=33
export IMPL_syn2layout_area_growth_pct=95.7
export IMPL_hp_class="in -> out"
export IMPL_power_mw=0.458
export IMPL_initial_core_util_pct=23.1
export IMPL_pwr_density_cell_mw_per_mm2=297
export IMPL_timing_hold_ws_ns=1.80
export IMPL_ir_drop_v=0.000141
export IMPL_cp_slowest_stage_delay_ns=0.49
export IMPL_fmax_mhz=334
export IMPL_drv_cap=0
export IMPL_die_x_um=80
export IMPL_design_seq_count=0
export IMPL_worst_slew_pin_slew_ns=0.255
export IMPL_dieHeight_um=80
export IMPL_cp_start_kind="primary input"
export IMPL_fin_area_mm2=0.00154
export IMPL_first_pass_iters=1
export IMPL_finish_utilization_pct=45.2
export IMPL_grtUsageTotal_pct=6.83
export IMPL_postSynthCellCount=85
export IMPL_dpl_hpwl_um=2140
export IMPL_yosys_cell_types_count=5
export IMPL_ys_seq_share_pct=0
export IMPL_cpMaxStageDelayCell="clkdlybuf4s50_1"
export IMPL_path_max_fanout=2
export IMPL_crit_buf_inv=3
export IMPL_drive_above_1_share_pct=23.6
export IMPL_seq_area_um2=0
export IMPL_vias_per_cell=3.62
export IMPL_top_area_cell="xnor2_1"
export IMPL_yosysWarnings=0
export IMPL_overflow=0
export IMPL_ys_area_um2=788
export IMPL_mappedNetlistArea_um2=788
export IMPL_fp_row_count=21
export IMPL_placement_io_buffers=70
export IMPL_crit_path_end_kind="primary output"
export IMPL_mostFrequentLayoutCell="clkdlybuf4s50_1"
export IMPL_finalCritPeriodShare_pct=96.5
export IMPL_crit_type="in -> out"
export IMPL_initialDrtViolationCount=0
export IMPL_hold_viol_final=0
export IMPL_slew_violations=0
export IMPL_nClkBuffers=0
export IMPL_yosys_stat_cells=85
cell usage after synthesis:
cell type,n
xnor2_1,38
buf_4,32
xor2_1,8
xnor3_1,5
xnor2_2,2
area by class of cell:
cell class / instances / area (µm²)
Multi-Input combinational cell: 53 / 631
Fill cell: 330 / 1870
Tap cell: 46 / 57.6
Timing Repair Buffer: 91 / 855
report_power, final:
part           switching, mW  leakage, nW  internal (mW)
logic                  0.130        0.673          0.329
registers                  0            0              0
clock network              0            0              0
total                  0.130        0.673          0.329
repair_timing:
action / in CTS / in global routing
gates resized: 15 / 11
setup buffers: 2 / 1
setup endpoints to repair: 5 / 2
pin swaps: 13 / 8
metal layers:
metal  global-route usage [%]  wire [µm]  vias to the layer above
li1                         -          -                      344
met1                     7.99        912                      301
met2                     11.2       1070                       43
met3                     3.98        412                        0
met4                        0          0                        0
met5                        0          0                        -
path summary, 6_finish.rpt:
check	start	endpoint	slack, ns
max	inMsg[12]	outMsg[15]	0.11
min	inMsg[2]	outMsg[5]	1.80
kinds of logic after synthesis:
kind of cell / share of synthesized area (%)
XOR/XNOR: 69.5
buffers and inverters: 30.5
Power and IR drop assume default switching activity.

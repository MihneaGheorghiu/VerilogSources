[/design/flow/design.v]
`timescale 1ns / 1ps
module hamming_decode(inMsg, outMsg);
	input [37 : 0] inMsg;
	wire [37 : 0] tempMsg;
	wire [5 : 0] errPos;
	output [31 : 0] outMsg;
	assign errPos[0] = ^(inMsg & 38'b01010101010101010101010101010101010101);
	assign errPos[1] = ^(inMsg & 38'b10011001100110011001100110011001100110);
	assign errPos[2] = ^(inMsg & 38'b11100001111000011110000111100001111000);
	assign errPos[3] = ^(inMsg & 38'b00000001111111100000000111111110000000);
	assign errPos[4] = ^(inMsg & 38'b00000001111111111111111000000000000000);
	assign errPos[5] = ^(inMsg & 38'b11111110000000000000000000000000000000);
	assign tempMsg = (errPos == 0) ? (inMsg) : (inMsg ^ (1 << (errPos - 1)));
	assign outMsg[0] = tempMsg[2];
	assign outMsg[3 : 1] = tempMsg[6 : 4];
	assign outMsg[10 : 4] = tempMsg[14 : 8];
	assign outMsg[25 : 11] = tempMsg[30 : 16];
	assign outMsg[31 : 26] = tempMsg[37 : 32];
endmodule
[/design/flow/run.sh]
#!/bin/bash
# OpenROAD 26Q1-2900-gdf79404cd8, Yosys 0.63+post, stock flow scripts
make -C /OpenROAD-flow-scripts/flow DESIGN_CONFIG=/design/flow/config.mk WORK_HOME=/design/flow/orfs finish
[/design/flow/config.mk]
export PLATFORM = sky130hd
export DESIGN_NAME = hamming_decode
export DESIGN_NICKNAME = hamming_decode
export VERILOG_FILES = /design/flow/design.v
export SDC_FILE = /design/flow/constraint.sdc
export NUM_CORES = 4
export LEC_CHECK = 1
export CORE_AREA = 10 10 107 107
export DIE_AREA = 0 0 117 117
[/design/flow/constraint.sdc]
current_design hamming_decode

set clk_period 7.3
set clk_io_pct 0.2

create_clock -name clk0 -period $clk_period

set non_clock_inputs [all_inputs -no_clocks]
set_input_delay [expr $clk_period * $clk_io_pct] -clock clk0 $non_clock_inputs
set_output_delay [expr $clk_period * $clk_io_pct] -clock clk0 [all_outputs]
==> summary.txt <==
yosys + openroad results -> flip-flop and latch count=0, Synth warnings=0, startpoint types=input port, sequential fraction of the synthesis area=0, Yosys top cell area share=0.381, Setup crit end kind=output port, PostCTS Resize Cnt=0, I/O Buffers=70, first-pass GRT wire length=7940 um, global placement routability congestion=0.903, minimum clock period=7000 ps, PwrDens=372 nW/um^2, layout cells sized above 1=0.0992, first-pass iteration count of the detailed router=4, WP data arrival=5540 ps, Synth area leader=xnor2_1, DRT Wirelength=5270 um, synth-to-layout area growth=56.4%, DR WL/cell=14.9 um, final worst-path setup slack=295 ps, core area=9200 sq um, Final Max Tran Viols=0, via/cell ratio=4.05, detailed placement HPWL=4720 um, met3 usage=0.0150, ANT cells=0, Fin. Hold Viols=0, initial antenna violation count=0, DR iter-0 viols=53, hold_ws=3880 ps, Residual DRC=0, commonest cells in the netlist=xnor2_1, xor2_1, nand3_1, nand2_1, nor2_1, Post-Syn Instances=172, slowest CP cell=xnor3_2, clock buffers=0, Design Area, Final=2340 sq um, mean post-synth cell area=8.69 sq um, largest net degree at the start of global routing=10, Pleak=0.794 nW, die height=117 um, Log Warnings=33, Cell Type Count=37, maximum vdd drop=0.154 mV, # IOs=70, total power=0.870 mW, setup TNS=0 ps, Reg area=0 sq um, critical path required time=5840 ps, FP Util=0.163, GR Layer Usage met2=0.100, yosys stat area=1500 sq um, met1 usage=0.117, CP cell instances=clkdlybuf4s50_1, xnor2_1, xnor2_2, xnor2_4, xnor3_2, ha_1, or2_2, o2111ai_1, nor2b_1, nand3_1, nand2b_1, xnor2_1, clkdlybuf4s50_1, GR Util All Layers=0.0724, Routed Antenna Nets=0, Setup Viol. Count Final=0, num rows=35, part of the cycle the worst path needs=0.960, Slew HR=0.536, vias in the first global route=1471, cts-stage hold buffer count=0, ys cells=172, Placed Area=2340 sq um, count leader, synth=xnor2_1, HP Class=in -> out, Largest stage delay, worst path=530 ps, run status=complete, no violations, Die Area=13700 sq um, Die W=117 um, biggest area cells=xnor2_1, xor2_1, nand3_1, GR peak layer=met1, Worst-Margin Slew=693 ps, total number of vias=1430, fmax=0.143 GHz, dpl ws=263 ps, CP Max Fanout=8, post-CTS setup repair buffer count=0, Setup CP Type=in -> out, RSZ-0062 raised after global routing=false, grt ovf=0, synthesized area=1500 sq um, maxcap violations=0
## kinds of logic after synthesis
family | after synthesis | share of synthesized area
buffers and inverters | 4 | 0.0100
xor gates and xnor gates | 94 | 0.652
adders and majority gates | 2 | 0.0167
AOI/OAI and AO/OA | 13 | 0.0904
and+or+nand+nor | 59 | 0.231
## power by group
part | internal (mW) | switching [mW]
Combinational | 0.373 | 0.497
Clock | 0 | 0
Sequential | 0 | 0
## metrics by stage
stage          std cells   util
2_1_floorplan        172      -
3_3_place_gp         353  0.254
3_5_place_dp         353  0.254
4_1_cts              353  0.254
5_1_grt              353  0.254
6_report             353  0.254
## per-layer routing
metal / part of all wire / vias up
met2: 0.41 / 66
met3: 0.099 / 0
met5: 0 / -
met4: 0 / 0
li1: - / 719
met1: 0.49 / 645
## worst max-delay path: cells and delay by family
kind	cells	cell delay (ps)
AOI/OAI and AO/OA	1	120
buffers and inverters	2	970
adders and majority gates	1	350
xor gates and xnor gates	5	1500
and+or+nand+nor	4	1150
## worst paths after layout
path                      to  slack [ps]  depth (start not counted)      start
hold / removal    outMsg[12]        3880                          3  inMsg[17]
setup / recovery  outMsg[11]         300                         13  inMsg[14]
## cell usage in the layout, fill, tap and decap left out, drive strengths merged, types with 2 or more instances in the layout
| cell | n |
|---|---|
| a31oi | 2 |
| nand2 | 10 |
| ha | 2 |
| a21oi | 2 |
| and3b | 2 |
| o22ai | 2 |
| nor2 | 8 |
| or2 | 2 |
| clkdlybuf4s50 | 70 |
| nand3 | 13 |
| o31ai | 2 |
| inv | 3 |
| xnor2 | 68 |
| o211ai | 2 |
| xnor3 | 4 |
| o2111ai | 2 |
| nor3b | 3 |
| xor2 | 21 |
| and2 | 2 |
| nor3 | 5 |
| nand2b | 7 |
| and3 | 5 |
## cell type report
type / count / area, sq um
Fill cell: 985 / 6860
Multi-Input combinational cell: 168 / 1480
Timing Repair Buffer: 71 / 708
Tap cell: 111 / 139
Inverter: 3 / 11.3
No activity file was given, so power comes from the tool's default toggle rates.

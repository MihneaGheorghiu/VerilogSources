===== design/flow/design.v =====
`timescale 1ns/1ns
module ram(cs1, cs2, rd, wr, addr, mag, clk);
    input cs1, cs2, rd, wr, clk;
    input [6 : 0] addr;
    inout [7 : 0] mag;
    reg [7 : 0] memory [0 : 128];
    reg [7 : 0] memreg;
    assign mag = (cs1 && !cs2 && rd) ? memreg : 8'bzzzzzzzz;
    always @(posedge clk) begin
        if (!rd && wr) begin
            memory[addr] = mag;
        end
    end
    always @(addr or rd or wr) begin
        if (rd) begin
            memreg = memory[addr];
        end
    end
endmodule
module testram();
    reg clk;
    reg cs1, cs2, rd, wr;
    reg [6 : 0] addr;
    wire [7 : 0] mag;
    reg [7 : 0] memreg;
    assign mag = (cs1 && !cs2 && !rd && wr) ? memreg : 8'bzzzzzzzz;
    initial begin 
       clk = 0;
       cs1 = 1;
       cs2 = 0;
       rd = 0;
       wr = 0;
       addr = 0;
    end
    always begin
        #1 clk = !clk;
    end
    initial begin
        addr = 7'd10;  
        memreg = 8'b10101010;
        rd = 0;
        wr = 1;
        #2 addr = 7'd20;  
        memreg = 8'b11111111;
        rd = 0;
        wr = 1;
        #2 addr = 7'd10;  
        rd = 1;
        wr = 0;
        #2 addr = 7'd20;  
        rd = 1;
        wr = 0;
    end
    ram R(cs1, cs2, rd, wr, addr, mag, clk);
endmodule

===== design/flow/run.sh =====
#!/bin/bash
# OpenROAD 26Q1-2900-gdf79404cd8, Yosys 0.63+post, stock flow scripts
make -C /OpenROAD-flow-scripts/flow DESIGN_CONFIG=/design/flow/config.mk WORK_HOME=/design/flow/orfs finish

===== design/flow/config.mk =====
export PLATFORM = sky130hd
export DESIGN_NAME = ram
export DESIGN_NICKNAME = ram
export VERILOG_FILES = /design/flow/design.v
export SDC_FILE = /design/flow/constraint.sdc
export NUM_CORES = 4
export LEC_CHECK = 1
export CORE_UTILIZATION = 30

===== design/flow/constraint.sdc =====
current_design ram

set clk_period 20.3
set clk_io_pct 0.2

create_clock -name clk0 -period $clk_period [get_ports {clk}]

set non_clock_inputs [all_inputs -no_clocks]
set_input_delay [expr $clk_period * $clk_io_pct] -clock clk0 $non_clock_inputs
set_output_delay [expr $clk_period * $clk_io_pct] -clock clk0 [all_outputs]

==> run notes <==
Figures from the implementation reports.

- The run finished with clean final reports.
- The number of register pins that no clock reaches reads 8.
- The antenna violation net count after detailed routing is 0.
- For reference, the placement row count at floorplan is about 130.
- The global-route usage over all layers reads 15.05%.
- The arrival time at the worst endpoint is approximately 7.3 ns.
- Yosys mapped the design onto roughly 48 distinct sky130hd cell types.
- The post-placement worst setup slack is 12.73 ns.
- The first-pass GRT wire length reads about 140000 um.
- Clock-pin slew was measured on the worst setup and hold paths at about 0.06 ns.
- The detailed-route wire length is 94990 um.
- The top cell types in the final layout, fill and taps aside, are sky130_fd_sc_hd__edfxtp_1 (1024), sky130_fd_sc_hd__mux4_2 (187), sky130_fd_sc_hd__nor2_1 (119).
- The power report lists cell-internal power as approximately 0.0035 W.
- Setup repair after global routing left no endpoint under its margin.
- The post-route clock period utilization is 34.45%.
- The number of global-route vias before repair reads 21700.
- The final antenna diode count is 0.
- The worst setup path is launched from an input pin.
- Entering global routing, the biggest net connects 95 pins.
- The worst hold-check path type is input pin to flip-flop.
- The most used flip-flop cell after synthesis is sky130_fd_sc_hd__edfxtp_1.
- The count of port buffers added during placement reads 9.
- The minimum clock period reads about 7 ns.
- The buffer type at the clock tree root is sky130_fd_sc_hd__clkbuf_16.
- The post-DP HPWL is slightly below 60000 um.
- The detail-routed net length per standard cell is around 24 um.
- The number of optimization iterations in the first detailed-route pass is 5.
- The sequential share of power is around 54%.
- The synthesized area is between 40000 and 50000 um^2.
- Summed over all nets, the switching power comes to just over 0.0009 W.
- The peak fanout along the critical path is ~71.
- The remaining design rule violation count reads 0.
- The synthesized netlist was found by Yosys to have approximately 2000 cells.
- The total leakage power is between 10 and 15 nW.
- The maximum level of the CTS H-tree is 3.
- The slew at the pin closest to its max-slew limit reads between 1 and 1.5 ns.
- Once the floorplan was initialized, standard cells occupied between 30% and 40% of the core.
- The highest attainable clock frequency is approximately 140 MHz.
- In this run the power density over the cells is roughly 95 nW/um^2.
- The number of fill cells in the layout reads between 10000 and 15000.
- The gate count of the mapped netlist reads approximately 2000.
- Sorting the synthesized cells by area gives the leading types as sky130_fd_sc_hd__edfxtp_1 (76%), sky130_fd_sc_hd__mux4_2 (10%), sky130_fd_sc_hd__mux2i_1 (2.5%).
- The buffer depth of the longest clock path reads 3.
- The type of the worst setup path is input pin to flip-flop.
- The switching fraction of total power is between 20% and 30%.
- Per the final layout report, the fraction of cells sized above drive strength 1 comes to 21.66%.
- The Yosys warning count reads 3.
- The layout-stage area growth over the synthesis result reads 13.48%.
- STA classifies the critical path endpoint as a flip-flop.
- The final number of hold-violating endpoints reads 0.
- The overall die width reads between 300 and 400 um.
- Warnings raised by the tools during the run amount to 28.
- The die extent in y is 368.8 um.
- In the final timing run, aggregate negative setup slack is 0 ns.
- The most frequently placed logic cell in the final layout reads sky130_fd_sc_hd__edfxtp_1.
- The critical path in the final layout is reported with a setup slack of about 13 ns.
- The total congestion overflow reads 0.
- Including well taps, the total number of placed cells is between 3000 and 4000.
- The CTS tree is built.
- The total clock buffers created by CTS reads 100.
- The final cell count without fillers reads just under 4000.
- The number of antenna violations at the first check in global routing is 1.
- The floorplan die area is 136000 um^2.
- The share of async-settable or async-resettable flops after synthesis is 0%.
- The final-report setup violation count reads 0.
- The cell type that accounts for the most area after synthesis is sky130_fd_sc_hd__edfxtp_1.
- The detailed router finished its first iteration with ~1200 violations.
- The setup fix buffers added after clock tree synthesis is 0.
- RePlAce ended its routability-driven mode at a weighted congestion of 0.8681.
- The logic gate share of total power is 5.0%.
- The synthesized design contains between 1000 and 1500 enable-type register cells.
- The area share of the largest cell type after synthesis reads between 70% and 80%.
- The endpoint required time on the critical path reads 20.57 ns.
- The number of buffers inserted by hold repair at cts is 0.
- The final design utilization reads 34.32%.
- The max-slew violation count is 0.
- 16 endpoints have no timing constraint.
- The smallest hold slack reads 3.650 ns.
- The worst slew margin relative to its limit is a little over a quarter.
- The total of max-cap violations is 0.
- The floorplan core area reads approximately 130000 um^2.
- The yosys stat chip area is about 40000 um^2.
- The post-cts sizing count reads 0.
- In this run the VDD rail shows a maximum IR drop of 0.07694 mV.
- The number of synthesized register bits is a little over 1000.
- The number of I/O pins reads 20.
- The clock network power share reads 41.3%.
- The detailed-route vias per instance reads about 5.
- The routed layout has approximately 20000 vias.
- The mean area per synthesized cell is approximately 20 um^2.
layer usage:
layer | routed length (um) | up-vias | track usage, %
met3 | 15320 | 178 | 11.52
met2 | 43920 | 1149 | 22.20
met5 | 0 | - | 0.1068
li1 | - | 8369 | -
met4 | 3029 | 0 | 3.878
met1 | 32730 | 9874 | 17.39
Yosys cell counts (all sizes together) (8+ instances only):
cell    number
a32oi        8
o22ai       26
mux4       198
a22oi       56
nand2b      11
mux2        56
nor2b       20
dlxtp        8
nand3       34
and2         8
nor3        36
edfxtp    1024
nor4        14
buf         81
nand2       63
nor2       120
a21oi       22
mux2i      102
clkbuf      36
flip-flops by register name, summed over array words and instances, names as in the netlist:
| name | flops |
|---|---|
| memory | 1024 |
| mag | 8 |
through the flow:
step / total power (W) / cell area [um^2]
final: 0.004365 / 45810
after global routing: 0.004496 / 45810
after CTS: 0.004401 / 45810
after detailed placement: 0.002610 / 42590
after global placement: 0.002605 / 42590
after floorplan: 0.002516 / 40370
cell families after synthesis:
kind of cell | count (synthesis) | share of synthesized area [%]
AOI/OAI and AO/OA | 150 | 2.687
buffers and inverters | 118 | 1.813
DFF | 1024 | 76.18
latches | 8 | 0.2976
muxes | 356 | 15.24
and+or+nand+nor | 328 | 3.782
critical path: stages:
cell	delay, ns
sky130_fd_sc_hd__buf_8	0.48
sky130_fd_sc_hd__and2_1	0.77
sky130_fd_sc_hd__nand3_1	0.77
sky130_fd_sc_hd__nor2_1	1.06
path summary, 6_finish.rpt:
check,from,to,depth (start not counted)
worst max-delay path,addr[1],memory[47][7]$_DFFE_PP_,4
worst min-delay path,mag[3],memory[63][3]$_DFFE_PP_,0
cell type report:
| type | instances | area (um^2) | area share [%] |
|---|---|---|---|
| Clock buffer | 120 | 2620 | 5.720 |
| Clock inverter | 63 | 591.8 | 1.292 |
| Tap cell | 1768 | 2212 | 4.829 |
| Inverter | 1 | 3.754 | 0.008195 |
| Sequential cell | 1032 | 30870 | 67.39 |
| Timing Repair Buffer | 92 | 732.0 | 1.598 |
| Multi-Input combinational cell | 834 | 8776 | 19.16 |
power groups by stage:
stage	combinational, W	clock [W]	sequential [W]
CTS	0.000221	0.00184	0.00234
global route	0.000236	0.00192	0.00234
finish	0.000218	0.00180	0.00235
Power and IR drop assume default switching activity.
